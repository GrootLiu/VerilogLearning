--- flow/run.sh ---
#!/bin/bash
# OpenROAD 26Q1-2900-gdf79404cd8, Yosys 0.63+post, stock flow scripts
make -C /OpenROAD-flow-scripts/flow DESIGN_CONFIG=/design/flow/config.mk WORK_HOME=/design/flow/orfs finish
--- flow/config.mk ---
export PLATFORM = sky130hd
export DESIGN_NAME = tri_gen
export DESIGN_NICKNAME = tri_gen
export VERILOG_FILES = /design/flow/design.v
export SDC_FILE = /design/flow/constraint.sdc
export NUM_CORES = 4
export LEC_CHECK = 1
export CORE_AREA = 10 10 97 97
export DIE_AREA = 0 0 107 107
--- flow/constraint.sdc ---
current_design tri_gen

set clk_period 2.9
set clk_io_pct 0.2

create_clock -name clk0 -period $clk_period [get_ports {clk}]

set non_clock_inputs [all_inputs -no_clocks]
set_input_delay [expr $clk_period * $clk_io_pct] -clock clk0 $non_clock_inputs
set_output_delay [expr $clk_period * $clk_io_pct] -clock clk0 [all_outputs]
--- flow/design.v ---
module tri_gen (input wire clk,
                input wire rstn,
                output reg[8:0] d_out);
    reg[1:0] state; 
    reg[7:0] con; 
    always @(posedge clk or negedge rstn) begin
        if (~rstn) begin
            state <= 0;
            d_out <= 0;
            con   <= 0;
        end
        else begin
            case (state)
                0 : begin  
                    d_out <= d_out+1;
                    if (d_out == 299) begin
                        state <= 1;
                    end
                end
                1 : begin 
                    if (con == 200) begin
                        con   <= 0;
                        state <= 2;
                    end
                    else begin
                        con <= con + 1;
                    end
                end
                2 : begin 
                    d_out <= d_out-1;
                    if (d_out == 1) begin
                        state <= 3;
                    end
                end
                3 : begin
                     if (con == 200) begin
                        con   <= 0;
                        state <= 0;
                    end
                    else begin
                        con <= con + 1;
                    end
                end
            endcase
        end
    end
endmodule  
==> results.yml <==
# yosys + openroad results
outcome:
  status: "completed"
final_timing:
  worst_pin_slew_ns: 0.560
  final_max_slew_viol_count: 0
  hold_viol_final: 0
  fin_crit_sh_pct: 66.1
  setup-tns-final_ns: 0
  fmax_mhz: 522
  finalCriticalPeriod_ns: 1.92
  max-slew-margin-rel_pct: 62.4
  setup_viol: 0
  rsz0062_at_grt: "false"
  fin_skew_ns: 0.00664
cts:
  clockBufferDepth: 2
  clkLatencyLatePin_ns: 0.26
  root_buffer: "clkbuf_8"
  htreeDepth: 1
  holdBufCountCts: 0
  cts_inserted_buffers: 3
  clock_sinks: 21
  post_cts_buffers: 0
  post_cts_resized: 0
  clk_pin_slew_ns: 0.08
  cts_tree: "yes"
pwr:
  p_leak_nw: 0.574
  total_power_mw: 0.491
  cellPowerDensity_nw_per_um2: 355
  peakVddDrop_uv: 191
yosys:
  synth-edff-count: 0
  most_common_cell: "dfrtp_1"
  yosys_warnings: 1
  ys_area_sq_um: 1130
  synth_top_area_share_pct: 44.2
  synth_area_leader_cell: "dfrtp_1"
  synth_flop_count: 21
  async_reset_ff_share_pct: 100
  yosys.stat.seqShare_pct: 46.6
  ys_top_cells_by_count: "dfrtp_1, inv_1, nor2_1"
  top_cells_by_area: "dfrtp_1, ha_1, xor2_1, xnor2_1, inv_1"
  syn_area_sq_um: 1130
  ys_cells: 112
  synth.avg_cell_area_sq_um: 10.1
  ys_types: 33
  synth_cells: 112
  flop_cell: "dfrtp_1"
grt:
  antenna_found_initial: 0
  grt_max_degree: 22
  grt_pass1_wl_mm: 4.04
  overflow: 0
  track_usage_pct: 4.15
  grt_pass1_vias: 850
placement:
  dp.cells: 217
  gp_congestion: 0.741
  postPlaceCellArea_sq_um: 1340
  dp_hpwl_mm: 1.65
  port_buffers: 10
drt:
  wirelength_mm: 2.27
  wl_met2_um: 918
  vias: 852
  drc: 0
  vias_per_cell: 3.86
  drtIter0Drc: 19
  wl_per_cell_um: 10.3
  n_antenna_cell: 0
  drt_first_pass_iters: 4
  wl_met3_um: 183
  top_layer: "met3"
  wl_met1_mm: 1.17
  antenna_left: 0
final_layout:
  stdcell_count: 221
  drive_gt1_share_pct: 8.20
  area.growth.synth_to_final_pct: 22.2
  final_area_sq_um: 1380
  fillers: 836
  fin_util_pct: 19.0
critical_path:
  end_kind: "output port"
  reg2reg_from: "con[0]$_DFFE_PN0P_"
  cp-start-kind: "register"
  critPathMaxFanout: 8
  rrSetupSlack_ns: 1.24
  cp_top_family: "buffers and inverters"
  crit_required_ns: 2.32
  cp_num_cells: 1
  cp_num_buf_inv: 1
  reg2reg_to: "con[6]$_DFFE_PN0P_"
  ff2ff_path_depth: 6
  crit_arrival_ns: 1.34
  cp_cell_sequence: "clkdlybuf4s50_1"
  crit_end: "d_out[2]"
  path_class: "reg2out"
  cp_slowest_cell: "clkdlybuf4s50_1"
  critPathLaunch: "d_out[2]$_DFFE_PN0P_"
  critPathMaxStageDelay_ns: 0.55
floorplan:
  row_count: 31
  die_y_um: 107
  dieArea_sq_um: 11400
  io_pins: 11
  die_w_um: 107
  fp_util_pct: 15.5
  core_area_sq_um: 7290
min_path:
  holdCritPathClass: "reg2reg"
run:
  warnings: 28
  cap_violations: 0
==> layout make-up <==
type	instances	area (sq um)	area share, %
multi-input combinational	76	541	39.1
clock buffer	3	41.3	2.99
tap	99	124	8.96
sequential	21	527	38.1
inverter	10	37.5	2.71
timing repair buffer	11	108	7.78
clock inverter	1	5.00	0.362
==> placed cells by master, fill, tap and decap left out, types with 3 or more instances in the layout <==
cell type	Yosys	routed
nand2_1	7	7
dfrtp_1	20	20
o22ai_1	4	4
a22o_1	3	3
nor3_1	4	4
o21ai_0	3	3
clkdlybuf4s50_1	0	10
xnor2_1	5	5
nand3_1	4	4
nor2_1	8	8
nand4_1	6	6
clkbuf_8	0	3
ha_1	5	5
xor2_1	7	7
inv_1	10	10
==> worst min path at each step <==
stage,startpoint,end,slack (ns),cells after the start
after CTS,d_out[8]$_DFFE_PN0P_,d_out[8]$_DFFE_PN0P_,0.54,1
after global routing,d_out[8]$_DFFE_PN0P_,d_out[8]$_DFFE_PN0P_,0.57,1
final,d_out[8]$_DFFE_PN0P_,d_out[8]$_DFFE_PN0P_,0.54,1
==> through the flow <==
| step | setup WS [ns] | hold slack [ns] |
|---|---|---|
| 6_report | 0.984 | 0.536 |
| 2_1_floorplan | 1.44 | 0.284 |
| 4_1_cts | 0.957 | 0.538 |
| 3_3_place_gp | 1.25 | 0.524 |
| 5_1_grt | 0.904 | 0.567 |
| 3_5_place_dp | 1.26 | 0.521 |
==> state kept, by name, summed over array words and instances, names as in the netlist <==
register and count:
state 4, con 8, d_out 9
==> per-layer routing <==
| layer | track usage (%) | vias up |
|---|---|---|
| met1 | 6.13 | 418 |
| met4 | 0.290 | 0 |
| met5 | 0 | - |
| met2 | 5.66 | 19 |
| met3 | 1.82 | 0 |
| li1 | - | 415 |
==> where the power goes <==
group | internal, mW | switching (mW) | total, mW
sequential | 0.293 | 0 | 0.293
clock | 0.0957 | 0.0949 | 0.191
combinational | 0.00207 | 0.00559 | 0.00766
total | 0.390 | 0.100 | 0.491
==> logic make-up after synthesis <==
family	count (synthesis)	share of synthesized area [%]
simple gates	38	20.4
compound gates	21	12.6
flops	21	46.6
buf+inv	15	5.64
xor+xnor	12	9.29
fa+ha+maj	5	5.53
No activity file was given, so power comes from the tool's default toggle rates.
