File: flow/constraint.sdc
current_design UART_RXer

set clk_period 5.9
set clk_io_pct 0.2

create_clock -name clk0 -period $clk_period [get_ports {clk}]

set non_clock_inputs [all_inputs -no_clocks]
set_input_delay [expr $clk_period * $clk_io_pct] -clock clk0 $non_clock_inputs
set_output_delay [expr $clk_period * $clk_io_pct] -clock clk0 [all_outputs]
File: flow/run.sh
#!/bin/bash
# OpenROAD 26Q1-2900-gdf79404cd8, Yosys 0.63+post, stock flow scripts
make -C /OpenROAD-flow-scripts/flow DESIGN_CONFIG=/design/flow/config.mk WORK_HOME=/design/flow/orfs finish
File: flow/design.v
module UART_RXer (input wire clk,
                  input wire rstn,
                  input wire RX,
                  output reg en_data_out,     
                  output reg[7:0] data_out);
    reg [7:0]   state;       
    reg [12:0]  con;         
    reg [3:0]   con_bits;    
    reg RX_delay;            
    always @(posedge clk or negedge rstn) begin
        if (~rstn) begin
            state       <= 0;
            con         <= 0;
            con_bits    <= 0;
            RX_delay    <= 0;
            data_out    <= 0;
            en_data_out <= 0;
        end
        else begin
            RX_delay <= RX;
            case(state)
                0: 
                begin
                    if (con == 5000-1) begin
                        con <= 0;
                    end
                    else begin
                        con <= con+1;
                    end
                    if (con == 0) begin
                        if (RX) begin
                            con_bits <= con_bits+1;
                        end
                        else begin
                            con_bits <= 0;
                        end
                    end
                    if (con_bits == 12) begin  
                        state <= 1;
                    end
                end
                1: 
                begin
                    en_data_out <= 0;
                    if (~RX&RX_delay) begin
                        state <= 2;
                    end
                end
                2: 
                begin
                    if (con == 7500-1) begin
                        data_out[0] <= RX;
                        state       <= 3;
                    end
                    else begin
                        con <= con + 1;
                    end
                end
                3: 
                begin
                    if (con == 5000-1) begin
                        data_out[1] <= RX;
                        state       <= 4;
                    end
                    else begin
                        con <= con + 1;
                    end
                end
                4: 
                begin
                    if (con == 5000-1) begin
                        data_out[2] <= RX;
                        state       <= 5;
                    end
                    else begin
                        con <= con + 1;
                    end
                end
                5: 
                begin
                    if (con == 5000-1) begin
                        data_out[3] <= RX;
                        state       <= 6;
                    end
                    else begin
                        con <= con + 1;
                    end
                end
                6: 
                begin
                    if (con == 5000-1) begin
                        data_out[4] <= RX;
                        state       <= 6;
                    end
                    else begin
                        con <= con + 1;
                    end
                end
                7: 
                begin
                    if (con == 5000-1) begin
                        data_out[5] <= RX;
                        state       <= 8;
                    end
                    else begin
                        con <= con + 1;
                    end
                end
                8: 
                begin
                    if (con == 5000-1) begin
                        data_out[6] <= RX;
                        state       <= 9;
                    end
                    else begin
                        con <= con + 1;
                    end
                end
                9: 
                begin
                    if (con == 5000-1) begin
                        data_out[7] <= RX;
                        state       <= 10;
                    end
                    else begin
                        con <= con + 1;
                    end
                end
                10: 
                begin
                    en_data_out <= 1;
                    state       <= 1;
                end
                default:
                begin
                    state       <= 0;
                    con         <= 0;
                    con_bits    <= 0;
                    en_data_out <= 0;
                end
            endcase
        end
    end
endmodule  
File: flow/config.mk
export PLATFORM = sky130hd
export DESIGN_NAME = UART_RXer
export DESIGN_NICKNAME = UART_RXer
export VERILOG_FILES = /design/flow/design.v
export SDC_FILE = /design/flow/constraint.sdc
export NUM_CORES = 4
export LEC_CHECK = 1
export CORE_AREA = 10 10 108 108
export DIE_AREA = 0 0 118 118
==> impl_metrics.ini <==
; implementation run metrics
[route]
routed_wl_um = 3647
drt-pass1-iter-count = 4
drt.antenna.violating_nets = 0
vias = 1340
antenna-diode-count = 0
dr.first_iter.drc_count = 69
route.detailed.vias_per_inst = 4.227
post_drt_wl_per_cell_um = 11.50
drc = 0

[final_timing]
endpoints_failing_hold = 0
worstMarginPinSlew_ns = 0.6590
fin_worst_skew_ns = 0.009416
setup_slack_ns = 3.568
min_period_over_period_pct = 39.53
achievable-frequency_ghz = 0.4288
setup_viol = 0
setup_total_negative_slack_ns = 0
rsz0062_at_grt = false
slew_headroom_pct = 56.06
timing.final.max_slew_violations = 0
layout_min_cycle_time_ns = 2.332

[power_and_ir_drop]
switching_share_pct = 29.35
seq_power_share_pct = 51.3
power_per_cell_area_mw_per_mm2 = 277.4
pwr-share-comb_pct = 17.4
cell_internal_power_dissipation_uw = 423.7
total_power_uw = 599.8
max_ir_drop_vdd_uv = 97.54
p_leak_uw = 0.0009807
p_clk_share_pct = 31.3
p_sw_uw = 176.0

[worst_setup_path]
crit_family = simple AND/OR/NAND/NOR gates
ff_to_ff_path_depth = 6
worst_setup_path_end_kind = register
critPathKind = input pin to register
cpPeakStageDelay_ns = 0.68
timing.critical_path.slowest_stage_cell = sky130_fd_sc_hd__clkdlybuf4s50_1
path_cells = clkdlybuf4s50_1 -> nand2_1 -> or4_1 -> nand3_1
critical_path.max_fanout = 12
worst_ep_arrival_time_ns = 2.56
worst_setup_path_start_kind = input pin
cp.required_ns = 6.13
timing.critical_path.depth = 4
regToRegSetupSlack_ns = 3.64
critPathBufInv = 1

[floorplan]
chipWidth_um = 118
core_region_area_sq_mm = 0.009284
die_area_sq_mm = 0.01392
die.size.y_um = 118
placementRows = 35
ios = 12
fraction_of_the_core_area_occupied_by_cells_at_floorplan_pct = 19.74

[grt]
largest_net_degree_at_the_start_of_global_routing = 37
grt_pass1_vias = 1369
globalRouteOverflowTotal = 0
grt_first_pass_wirelength_um = 6555
grt_antenna_before_repair = 0
grt_usage_pct = 5.385

[yosys]
ys_ff = 36
adder_share_pct = 2.730
area_share_of_and_or_nand_nor_cells_after_synthesis_pct = 25.46
synth_stat.cells = 174
post_synth_tally_of_flip_flops_with_integrated_enable = 0
synth.cellmix.xorXnorShare_pct = 0.9556
ys_area_sq_mm = 0.001833
async_flop_share_pct = 100.0
postSynthSeqShare_pct = 49.22
netlist_area_pre_place_sq_mm = 0.001833
muxShareOfSynthArea_pct = 5.529
logic_family = simple AND/OR/NAND/NOR gates
postSynthCellCount = 174
synth_top_flop_cell = sky130_fd_sc_hd__dfrtp_1
synth_cell_types = 46
syn-mean-instance-area_sq_um = 10.53
synthesis_warning_total = 1
compound_area_share_pct = 12.90

[placement]
place_worst_setup_slack_ns = 3.246
gp_congestion = 0.8181
io_buffers = 10
dp_hpwl_um = 2541

[cells_and_area]
nFillCells = 1024
areaGrowthSynthToFinish_pct = 17.95
final_layout_size_suffix_gt1_share_pct = 16.49

[run]
max_cap_check_violation_count = 0
openroad.warnings = 27

[cts]
clk_latency_ns = 0.29
cts_tree = yes
post-cts-setup-buffer-count = 0
buffer_depth_of_the_longest_clock_path = 2
cts-buffers-inserted = 5
sinks_on_the_clock_net = 36
worst_setup_hold_path_clk_slew_ns = 0.07
hold_fix_buffers_cts = 0
cts_repair_resize_count = 0
htree_levels = 2
clock_tree.root_cell = sky130_fd_sc_hd__clkbuf_8

[min_path]
hold_path_class = register to register
worstHoldPathCells = 2

[run_status]
run_status = finished clean
[tightest hold or removal path, cell delays in order (launching register included)]
cell	delay, ns
sky130_fd_sc_hd__dfrtp_1	0.37
sky130_fd_sc_hd__nand2_1	0.06
sky130_fd_sc_hd__nand2_1	0.06
[cell usage after synthesis, types with 2 or more instances]
library cell	number	share of area, %
sky130_fd_sc_hd__nand4_1	4	1.4
sky130_fd_sc_hd__nor4_4	2	2.3
sky130_fd_sc_hd__and4_1	3	1.4
sky130_fd_sc_hd__nand3_1	7	1.9
sky130_fd_sc_hd__or3_1	2	0.68
sky130_fd_sc_hd__dfrtp_1	35	48
sky130_fd_sc_hd__nand2_1	18	3.7
sky130_fd_sc_hd__a22o_1	7	3.3
sky130_fd_sc_hd__nor3_1	2	0.55
sky130_fd_sc_hd__ha_1	4	2.7
sky130_fd_sc_hd__nand2b_1	3	1.0
sky130_fd_sc_hd__o21ai_0	14	3.8
sky130_fd_sc_hd__and3_1	4	1.4
sky130_fd_sc_hd__inv_1	7	1.4
sky130_fd_sc_hd__and2_1	6	2.0
sky130_fd_sc_hd__nor2_1	8	1.6
sky130_fd_sc_hd__mux2_2	9	5.5
sky130_fd_sc_hd__a21o_1	2	0.82
sky130_fd_sc_hd__clkbuf_2	2	0.55
sky130_fd_sc_hd__nor2b_1	5	1.7
sky130_fd_sc_hd__o41ai_1	2	0.96
sky130_fd_sc_hd__buf_4	2	0.82
sky130_fd_sc_hd__a21oi_1	3	0.82
[routing by layer]
metal / share of wire, % / vias up / track usage (%)
met5: 0 / - / 0
met4: 0.85 / 0 / 0.6955
met3: 4.1 / 5 / 1.361
met2: 43 / 22 / 8.287
met1: 52 / 667 / 7.671
li1: - / 646 / -
[final timing paths]
check	from	to
max	RX	con_bits[3]
min	register	register
max reg2reg	con[1]	con[3]
min reg2reg	register	register
max in group asynchronous	rstn	state[0]
min in group asynchronous	rstn	con[8]
[layout by cell type (no fill, tap or decap), drive strengths merged, types with 2 or more instances in the layout]
cell type,synthesis,final
a21o,2,2
a21oi,4,4
a22o,8,8
and2,7,7
and3,5,5
and4,4,4
buf,2,2
clkbuf,3,7
clkdlybuf4s50,0,9
dfrtp,35,35
ha,4,4
inv,7,7
mux2,9,9
nand2,18,18
nand2b,3,3
nand3,7,7
nand4,5,5
nor2,9,9
nor2b,5,5
nor3,2,2
nor4,2,2
o21ai,14,14
o41ai,2,2
or2,2,2
or3,2,2
[state kept, by name (all words and copies together), names as in the netlist, named ones only]
signal	flops
con_bits	4
en_data_out	1
state	7
con	13
RX_delay	1
data_out	7
[power groups by stage]
stage	combinational [uW]	clock, uW	sequential, uW
finish	105	188	307
global route	119	200	313
CTS	106	192	308
[cell type report]
type	count	area [sq um]	share of cell area, %
repair buffers	11	102.6	4.745
inverters	7	26.28	1.215
clock inverters	1	7.507	0.3472
multi-input cells	126	875.8	40.51
flip-flops and latches	36	902.1	41.72
clock buffers	7	86.33	3.993
well taps	129	161.4	7.465
[cell families (layout without fill, tap and decap cells)]
family | after synthesis | after routing
buffers and inverters | 12 | 26
other | 1 | 1
multiplexers | 9 | 9
AND/OR/NAND/NOR | 76 | 76
AND-OR/OR-AND | 34 | 34
XOR/XNOR | 2 | 2
flip-flops | 36 | 36
adder cells (fa/ha/maj) | 4 | 4
[metrics by stage]
| step | hold WS (ns) | cells | utilization [%] | area (sq um) |
|---|---|---|---|---|
| floorplan | 0.4541 | 174 | - | 1833 |
| global placement | 0.4883 | 309 | 22.28 | 2068 |
| global route | 0.5315 | 317 | 23.29 | 2162 |
| finish | 0.5078 | 317 | 23.29 | 2162 |
| CTS | 0.5130 | 317 | 23.29 | 2162 |
| detailed placement | 0.4944 | 309 | 22.28 | 2068 |
Power and IR drop assume default switching activity.
