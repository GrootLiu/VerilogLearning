==> ./config.mk <==
export PLATFORM = sky130hd
export DESIGN_NAME = sigma_16p
export DESIGN_NICKNAME = sigma_16p
export VERILOG_FILES = /design/flow/design.v
export SDC_FILE = /design/flow/constraint.sdc
export NUM_CORES = 4
export LEC_CHECK = 1
export CORE_AREA = 10 10 99 99
export DIE_AREA = 0 0 109 109
==> ./design.v <==
module sigma_16p (input clk,
                  input res,
                  input[7:0] data_in,     
                  input syn_in,           
                  output[11:0] data_out,  
                  output syn_out);
    reg syn_in_n1; 
    wire syn_pulse; 
    assign syn_pulse = syn_in&syn_in_n1;
    reg [3:0] con_syn; 
    wire [7:0] comp_8; 
    wire [11:0] d_12; 
    wire [7:0] comp_8_temp;
    assign comp_8_temp[6:0] = ~data_in[6:0]+1;
    assign comp_8 = data_in[7]?{data_in[7],comp_8_temp[6:0]}:data_in;
    assign d_12 = {comp_8[7], comp_8[7], comp_8[7], comp_8[7], comp_8};
    reg[11:0] sigma; 
    reg [11:0] data_out;
    reg syn_out;
    always @(posedge clk or negedge res) begin
        if (~res) begin
            syn_in_n1 <= 0;
            con_syn   <= 0;
            sigma     <= 0;
            data_out  <= 0;
            syn_out   <= 1;
        end
        else begin
            syn_in_n1 <= ~syn_in;
            if (syn_pulse) begin
                con_syn <= con_syn +1;
            end
                if (syn_pulse) begin
                    if (con_syn == 15) begin
                        sigma    <= d_12;
                        data_out <= sigma;
                        syn_out  <= 1;
                    end
                    else
                    begin
                        sigma <= sigma+12;
                    end
                end
            end
    end
endmodule
==> ./run.sh <==
#!/bin/bash
# OpenROAD 26Q1-2900-gdf79404cd8, Yosys 0.63+post, stock flow scripts
make -C /OpenROAD-flow-scripts/flow DESIGN_CONFIG=/design/flow/config.mk WORK_HOME=/design/flow/orfs finish
==> ./constraint.sdc <==
current_design sigma_16p

set clk_period 2.8
set clk_io_pct 0.2

create_clock -name clk0 -period $clk_period [get_ports {clk}]

set non_clock_inputs [all_inputs -no_clocks]
set_input_delay [expr $clk_period * $clk_io_pct] -clock clk0 $non_clock_inputs
set_output_delay [expr $clk_period * $clk_io_pct] -clock clk0 [all_outputs]
==> ci_impl_report.md <==
### Yosys + OpenROAD results

| Metric | Value |
|---|---|
| Crit start category | `primary input` |
| Die H | `109 um` |
| Row count | `32` |
| F_max | `487 MHz` |
| CP arrival | `2.22 ns` |
| Mapped Area | `1460 um2` |
| WHS Path Cells | `1` |
| CTS Hold Buffers Added | `0` |
| Internal power | `0.00108 W` |
| CP max stage delay | `0.45 ns` |
| Seq cells post-synth | `29` |
| Tool Warnings | `25` |
| Hpwl dp | `2300 um` |
| Dpl ws | `0.456 ns` |
| Status | `finished, final reports clean` |
| Slew headroom | `64.5%` |
| Clk latency late pin | `0.27 ns` |
| Die X-Extent | `109 um` |
| Chip area | `11900 um2` |
| Final WS setup | `0.745 ns` |
| Clock sinks | `29` |
| Initial drt markers | `76` |
| Top area cell types | `dfrtp_1 50%, mux2_2 11%, a21oi_1 4.1%` |
| # DRC | `0` |
| Lkg Pwr | `0.773 nW` |
| Vias | `1055` |
| GR Overflow Total | `0` |
| CTS root buf | `clkbuf_8` |
| PortBufs | `22` |
| Final ANT Viol Nets | `0` |
| Flop pwr share | `46.3%` |
| Largest net degree at the start of global routing | `30` |
| Top cells by count | `29 x dfrtp_1, 14 x mux2_2, 12 x a21oi_1, 6 x xnor2_1` |
| Maxcap violations | `0` |
| YS chip area | `1460 um2` |
| CTS tree | `yes` |
| Core ar. | `7730 um2` |
| P_sw | `0.000493 W` |
| I/O pins | `24` |
| Clock power frac | `21.2%` |
| CP Max Fanout | `4` |
| Top-count cell post-synth | `dfrtp_1` |
| Placed instance area | `1790 um2` |
| Routed WL | `3140 um` |
| Post-Syn Instances | `128` |
| Cells along the critical path | `clkdlybuf4s50_1 > inv_1 > ha_1 > or3b_4 > o31ai_4 > xnor2_1 > a221o_1` |
| # setup viols final | `0` |
| CTS H-Tree Depth | `2` |
| Max IR drop VDD | `0.236 mV` |
| R2R depth | `4` |
| Wire length per cell | `12.3 um` |
| Synth-to-Final Area Change | `29.2%` |
| Hold/Removal Path Class | `flop to flop` |
| Final Hold Fails | `0` |
| Asr flop ratio synth | `100%` |
| Final Cycle Share | `73.4%` |
| Critical path's slowest cell | `clkdlybuf4s50_1` |
| Setup_tns | `0 ns` |
| Hold_ws | `0.505 ns` |
| Crit path kind | `primary input to flop` |
| Initial antenna violation count | `0` |
| First-pass GRT wire length | `5460 um` |
| Synthesis Warnings | `1` |
| PwrDens | `839 nW/um2` |
| Vias per cell | `4.12` |
| Least-Margin Pin Slew | `0.531 ns` |
| Setup Fix Bufs, Post-CTS | `0` |
| CP Buf/Inv Count | `2` |
| Post-synth tally of flip-flops with integrated enable | `0` |
| CP delay by family, top | `buffers and inverters` |
| RD Place Congestion | `0.798` |
| Share of cells above drive strength 1 | `18.2%` |
| Commonest flop | `dfrtp_1` |
| CTS Buf Count | `5` |
| Distinct lib cells | `40` |
| Worst path required time | `2.96 ns` |
| 1st-pass router iterations | `4` |
| Max-slew violations | `0` |
| Syn avg cell area | `11.4 um2` |
| Tot GR Track Use | `5.66%` |
| Clock Path Buffers | `2` |
| Post-CTS Resized | `0` |
| Design area | `1880 um2` |
| Seq share, synth | `49.9%` |
| Init Core Util | `18.8%` |
| Non-filler cells, final | `256` |
| Number of global-route vias before repair | `1054` |
| Final Critical Period | `2.06 ns` |
| Instance count on the critical path | `7` |
| RSZ-0062 raised after global routing | `false` |
| Critical Path End Type | `flop` |
| Placed cells | `249` |
| Largest type area fraction | `49.9%` |
| Sw Ratio | `31.3%` |
| Clock Pin Slew Worst Setup and Hold Paths | `0.06 ns` |
| Clock skew | `0.00249 ns` |
| Yosys Instances | `128` |
| Cell type with the largest total area | `dfrtp_1` |
| Ant diodes | `0` |
| Gate power share | `32.5%` |
state kept, by name (all words and copies together) (netlist names):
register   cells
syn_in_n1      1
con_syn        4
data_out      12
sigma         12
stage by stage:
step	total power, W	util, %
after floorplan	0.00103	-
after global placement	0.00126	23.2
after detailed placement	0.00126	23.2
after CTS	0.00161	24.3
after global routing	0.00173	24.3
final	0.00158	24.3
final cells by class:
type | instances | area (um2)
Clock buffer | 7 | 86.3
Fill cell | 821 | 5850
Inverter | 5 | 18.8
Multi-Input combinational cell | 89 | 687
Sequential cell | 29 | 726
Tap cell | 102 | 128
Timing Repair Buffer | 24 | 235
logic make-up after synthesis:
logic type | after synthesis | share of synthesized area (%)
and+or+nand+nor | 27 | 10.8
buffers and inverters | 10 | 2.92
adders and majority gates | 3 | 2.58
other | 1 | 0.258
DFF | 29 | 49.9
AOI/OAI and AO/OA | 35 | 17.2
muxes | 15 | 11.5
xor gates and xnor gates | 8 | 4.82
path summary, 6_finish.rpt:
check	from	endpoint	slack, ns
setup / recovery	data_in[0]	sigma[6]$_DFFE_PN0P_	0.74
hold / removal	data_out[8]$_DFFE_PN0P_	data_out[8]$_DFFE_PN0P_	0.51
setup reg to reg	con_syn[0]$_DFFE_PN0P_	data_out[7]$_DFFE_PN0P_	0.82
hold reg to reg	data_out[8]$_DFFE_PN0P_	data_out[8]$_DFFE_PN0P_	0.51
max in group asynchronous	res	data_out[8]$_DFFE_PN0P_	1.85
min in group asynchronous	res	con_syn[0]$_DFFE_PN0P_	0.67
power by group through the flow:
stage | Clock, W | Combinational (W) | Sequential, W
after CTS | 0.000347 | 0.000527 | 0.000732
after global routing | 0.000373 | 0.000592 | 0.000761
final | 0.000334 | 0.000513 | 0.000731
cells in the final DEF, fill, tap and decap left out, types with 3 or more instances in the layout:
cell              n
dfrtp_1          29
inv_1             5
nor2_1            5
nand2_1           5
o22a_1            4
mux2_2           14
ha_1              3
o21ai_0           5
xnor2_1           6
clkdlybuf4s50_1  22
clkbuf_8          6
a21oi_1          12
routing by layer:
| layer | share of wire (%) | vias to the layer above | global-route usage, % |
|---|---|---|---|
| li1 | - | 527 | - |
| met1 | 51 | 499 | 8.48 |
| met2 | 43 | 27 | 7.80 |
| met3 | 5.3 | 2 | 1.97 |
| met4 | 1.1 | 0 | 0.942 |
| met5 | 0 | - | 0 |
worst reg2reg max path, stage by stage, from the launching register on:
cell     delay [ns]
dfrtp_1        0.39
ha_1           0.22
nand3_2        0.32
nor2_4         0.54
mux2_2         0.40
Power is estimated from default activity; no workload was simulated.
